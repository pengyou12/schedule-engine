==> design.v <==
`timescale 1ns / 1ps
module check_receive_window#(
		parameter OFFSET = 100,
		parameter WAIT_TABLE = 0,
		parameter WAIT_TIME = 1,
		parameter WAIT_DATA = 2,
		parameter DROP_DATA = 3
		)
	(
	input clk,
	input rst_n,
	input [63:0] in_tt_data,
	input [7:0] in_tt_ctrl,
	input in_tt_wr,
	input in_buffer_rdy,
	input in_table_wr,
	input [15:0] in_port_number,
	input [15:0] in_buffer_number,
	input [63:0] in_window_start,
	input [63:0] in_window_end,
	input [63:0] in_global_time,
	input [15:0] in_flow_id,
	output reg [63:0] out_buffer_data,
	output reg [7:0] out_buffer_ctrl,
	output reg out_buffer_wr,
	output reg out_tt_rdy,
	output reg [3:0] out_switch_port,
	output reg [3:0] out_switch_buffer,
	output reg out_table_rdy,
	output reg [2:0] cstate,
	output reg [15:0] temp_port_number,
	output reg [3:0] temp_buffer_number,
	output reg [63:0] temp_window_start,
	output reg [63:0] temp_window_end,
	output reg wait_table,
	output reg wait_time,
	output reg wait_data,
	output reg drop_data
    );
	 reg [63:0] temp_data [1:0];
	 reg [1:0] in_count;
	 reg [1:0] out_count;
	initial begin
	in_count = 0;
	out_count = 0;
	wait_table = 1;
	out_table_rdy = 0;
	wait_time = 1;
	wait_data = 1;
	drop_data = 0;
	cstate = WAIT_TABLE;
	end
	always @(cstate or wait_table or wait_time or wait_data or drop_data or in_buffer_rdy or in_tt_data or in_tt_ctrl or in_tt_wr or temp_port_number or temp_buffer_number or out_count) begin
	case(cstate)
	WAIT_TABLE:	begin
		out_tt_rdy <= 0;
		out_buffer_data <= 0;
		out_buffer_ctrl <= 0;
		out_buffer_wr <= 0;
		out_switch_port <= 0;
		out_switch_buffer <= 0;
		end
	WAIT_TIME: 
	if(wait_time == 0)begin
		out_tt_rdy <= 0;
		out_buffer_data <= in_tt_data;
		out_buffer_ctrl <= in_tt_ctrl;
		out_buffer_wr <= 0;
		case(temp_port_number)
		1: out_switch_port <= 4'b0001;
		2: out_switch_port <= 4'b0010;
		3: out_switch_port <= 4'b0100;
		4: out_switch_port <= 4'b1000;
		default: out_switch_port <= 4'b0000;
		endcase
		out_switch_buffer <= temp_buffer_number;
		end
	else if(drop_data == 1)begin
		out_tt_rdy <= 1;
		out_buffer_data <= 0;
		out_buffer_ctrl <= 0;
		out_buffer_wr <= 0;
		out_switch_port <= 0;
		out_switch_buffer <= 0;
		end
	else begin
		out_tt_rdy <= 1;
		out_buffer_data <= 0;
		out_buffer_ctrl <= 0;
		out_buffer_wr <= 0;
		out_switch_port <= 0;
		out_switch_buffer <= 0;
		end
	WAIT_DATA: begin
	if(out_count < 2)begin
	out_tt_rdy <= 0;
	out_buffer_data <= temp_data[out_count];
	out_buffer_ctrl <= 0;
	if(in_count == 2) out_buffer_wr <= 1;
	else out_buffer_wr <= 0;
	case(temp_port_number)
		1: out_switch_port <= 4'b0001;
		2: out_switch_port <= 4'b0010;
		3: out_switch_port <= 4'b0100;
		4: out_switch_port <= 4'b1000;
		default: out_switch_port <= 4'b0000;
		endcase
		out_switch_buffer <= temp_buffer_number;
	end
	else begin
		out_tt_rdy <= in_buffer_rdy;
		out_buffer_data <= in_tt_data;
		out_buffer_ctrl <= in_tt_ctrl;
		out_buffer_wr <= in_tt_wr;
		case(temp_port_number)
		1: out_switch_port <= 4'b0001;
		2: out_switch_port <= 4'b0010;
		3: out_switch_port <= 4'b0100;
		4: out_switch_port <= 4'b1000;
		default: out_switch_port <= 4'b0000;
		endcase
		out_switch_buffer <= temp_buffer_number;
		end
	end
	DROP_DATA:begin
		out_tt_rdy <= 1;
		out_buffer_data <= 0;
		out_buffer_ctrl <= 0;
		out_buffer_wr <= 0;
		out_switch_port <= 0;
		out_switch_buffer <= 0;
	end
	default: ;
	endcase
	end
	always @(posedge clk or negedge rst_n)begin
		if(!rst_n)begin
		in_count <= 0;
		out_count <= 0;
		wait_table <= 1;
		wait_time <= 1;
		wait_data <= 1;
		drop_data <= 0;
		out_table_rdy <= 0;
		cstate <= WAIT_TABLE;
		end
		else begin
		case(cstate)
		WAIT_TABLE:	begin
			if(in_table_wr == 1)begin
			temp_port_number <= in_port_number;
			temp_buffer_number <= in_buffer_number;
			temp_window_start <= in_window_start;
			temp_window_end <= in_window_end;
			out_table_rdy <= 0;
			wait_table <= 0;
			wait_data <= 1;
			wait_time <= 1;
			drop_data <= 0;
			in_count <= 0;
			out_count <= 0;
			cstate <= WAIT_TIME;
			end
			else begin 
			out_table_rdy <= 1;
			end
		end
		WAIT_TIME:begin
		in_count <= 0;
		out_count <= 0;
		if(in_tt_wr == 1)begin
		temp_data[in_count] <= in_tt_data;
			if(in_tt_data >= temp_window_start && in_tt_data <= temp_window_end)
			begin
			wait_time <= 0;
			out_table_rdy <= 0;
			drop_data <= 0;
			cstate <= WAIT_DATA;
			out_table_rdy <= 0;
			in_count <= 1;
			end
			else begin
			cstate <= DROP_DATA;
			drop_data <= 1;
			end
		end
	end	
		DROP_DATA:begin
			if(in_tt_ctrl == 1) begin
				if(in_global_time > temp_window_end + OFFSET )begin
					wait_table <= 1;
					cstate <= WAIT_TABLE;
					out_table_rdy <= 0; 
				end
				else begin
				wait_time <= 1;
				in_count <= 0;
				out_count <= 0;
				cstate <= WAIT_TIME;
					end
				end
			else ;
		end
		WAIT_DATA:begin
		if(out_count == 1) out_count <= 2;
		if(in_count == 1) begin
		temp_data[in_count] <= in_tt_data;
		in_count <= 2;
		end
		else begin
		if(out_count == 0) out_count <= 1;
		else begin
		if(in_tt_ctrl == 1) begin
				wait_table <= 1;
				wait_time <= 1;
				wait_data <= 0;
				drop_data <= 0;
				cstate <= WAIT_TABLE;
				out_table_rdy <= 0;
			end
			else ;
		end
		end
	end
	endcase
	end	
end
endmodule
==> run.sh <==
#!/bin/bash
# OpenROAD 26Q1-2900-gdf79404cd8, Yosys 0.63+post, stock flow scripts
make -C /OpenROAD-flow-scripts/flow DESIGN_CONFIG=/design/flow/config.mk WORK_HOME=/design/flow/orfs finish
==> config.mk <==
export PLATFORM = sky130hd
export DESIGN_NAME = check_receive_window
export DESIGN_NICKNAME = check_receive_window
export VERILOG_FILES = /design/flow/design.v
export SDC_FILE = /design/flow/constraint.sdc
export NUM_CORES = 4
export LEC_CHECK = 1
export CORE_AREA = 10 10 359 359
export DIE_AREA = 0 0 369 369
==> constraint.sdc <==
current_design check_receive_window

set clk_period 12.5
set clk_io_pct 0.2

create_clock -name clk0 -period $clk_period [get_ports {clk}]

set non_clock_inputs [all_inputs -no_clocks]
set_input_delay [expr $clk_period * $clk_io_pct] -clock clk0 $non_clock_inputs
set_output_delay [expr $clk_period * $clk_io_pct] -clock clk0 [all_outputs]
==> Table 3: Implementation characteristics <==
Characteristics after synthesis and place and route

Parameter                              Value

Detailed routing
  Drt drc    0
  Total number of vias    around 14000
  Detail-routed via count per cell    3.59
  Met2 WL post-DR    ~35000 µm
  Post-detailed-route wirelength per cell    approximately 21 µm
  Routed met3 length    between 9000 and 10000 µm
  M1 WL    roughly 32000 µm
  Total wirelength of the detailed-routed design    ~79000 µm
  First-iteration detailed-routing DRC count    about 650
  DRT antenna net count    0
  DRT Pass-1 Iters    4
  Highest metal layer with signal wires    met5

Clock tree
  Number of buffers added for setup after CTS    0
  CTS tree    built
  Clk Tree Root Cell    sky130_fd_sc_hd__clkbuf_16
  Hold-fix buffer count after cts    0
  Count of cells resized by post-cts repair    0
  Reg clk slew, reported paths    about 0.060 ns
  Later-pin clock latency in the skew report    0.62 ns
  Depth of the CTS H-tree    2
  Number of buffers added by the clock tree synthesis step    40
  Buffer levels on the longest clock path    3

Floorplanning
  Overall die area    ~140000 µm²
  X dimension of the die    369 µm
  Standard cell core area    120000 µm²
  Number of I/O pins    555
  Die boundary height    369 µm
  Site Rows    between 100 and 150
  FP Util    between 10% and 20%

Final timing
  Summed negative setup slack over all endpoints    0 ns
  Actual transition at the worst max-transition pin    just under 1 ns
  Final tally of hold violations    0
  Achievable Freq    139 MHz
  Worst clock skew    between 0.04 and 0.05 ns
  Period minus WS final    roughly 7.2 ns
  Number of register pins that no clock reaches    roughly 82
  Slew Viols, Final    0
  Max-Slew Margin vs Limit    approximately a third
  Final setup vio count    0
  Period utilization    between 50% and 60%
  Unrepaired setup endpoints after global routing    false
  Number of unconstrained endpoints    about 82
  Minimum setup slack in the final design    5.28 ns

Placed design
  DP Wirelength    between 60000 and 70000 µm
  Cell area reported after detailed placement    roughly 25000 µm²
  Count of input and output buffers    between 500 and 600
  Dpl ws    5.40 ns
  Routability-driven placement congestion ratio    just under 0.9

Synth
  Share of the synthesized area in the top cell type    47.7%
  Share of synthesized registers carrying an async set or reset    around 3.0%
  Area contributors post-synth    sky130_fd_sc_hd__edfxtp_1, sky130_fd_sc_hd__ha_1, sky130_fd_sc_hd__dlxtn_1, sky130_fd_sc_hd__mux2i_1, sky130_fd_sc_hd__inv_1
  Count of cell types in the netlist    around 65
  EDFF count, synth    276
  Cell area after technology mapping    about 17000 µm²
  Cells in synth_stat.txt    approximately 1500
  Mapped Avg Cell Area    about 12 µm²
  Total number of yosys warnings    2
  Post-synthesis cell count    1477
  Post-synth top area cell    sky130_fd_sc_hd__edfxtp_1
  Synthesis area per yosys    between 15000 and 20000 µm²
  Number of synthesized register bits    369
  Ys flop type    sky130_fd_sc_hd__edfxtp_1

Critical path
  Top fanout value on the critical path    45
  Category of the critical setup timing path    reg -> out
  Worst Setup Start Kind    flip-flop
  Largest delay contributor family on the critical path    buffers and inverters
  Slowest cell on crit path    sky130_fd_sc_hd__buf_4
  Data arrival time of the worst path    approximately 4.7 ns
  Number of buffer and inverter instances along the worst setup path    4
  Required time at the endpoint of the critical path    roughly 10 ns
  List of cells traversed by the critical path    inv_1 -> ha_1 -> nand2_1 -> a21boi_4 -> buf_4 -> buf_4 -> nand2_1 -> o21ai_0 -> dlxtn_1 -> clkdlybuf4s50_1
  Stage delay of the slowest cell on the critical path    0.56 ns
  Element type at the critical path end    primary output

Pwr
  Switching Power    0.00105 W
  Fraction of power consumed by the clock network    between 30% and 40%
  Design internal power    0.00238 W
  Power share of the combinational group    a little over a quarter
  Net switching share of the total power    30.6%
  Worst IR Drop VDD    0.000102 V
  Cell area power density    about 130 nW/µm²
  Fraction of power consumed by sequential logic    approximately 40%
  Standby leakage power    9.92 nW

Final layout
  Most numerous logic cells after layout    sky130_fd_sc_hd__clkdlybuf4s50_1, sky130_fd_sc_hd__edfxtp_1, sky130_fd_sc_hd__ha_1
  Share of post-route cells with drive strength above 1    under 10%
  Most frequent logic cell in the layout    sky130_fd_sc_hd__clkdlybuf4s50_1
  Signed area change from the synthesized netlist to the final layout    52.5%
  Post-route cell area    ~26000 µm²

GRT
  Aggregate global routing overflow    0
  Wire length of the first global-routing pass    109000 µm
  Gr usage total    11.6%
  Pin count of the biggest net entering global routing    about 58
  Number of global-route vias before repair    ~14000
  Antenna violations before repair    25

Flow run
  Max Cap Violations    0
  Log Warnings    roughly 57

Outcome
  Status    finished clean

Min path
  Tightest Hold Check Type    reg -> reg
## area by class of cell
type                    instances  area, µm²
well taps                    1612       2020
repair buffers                553       5470
clock inverters                28        320
inverters                     145        544
fillers                     13000      94000
flip-flops and latches        369       9800
diodes                         10       25.0
clock buffers                  45       1020
multi-input cells            1023       7280
## cell families (layout without fill, tap and decap cells)
family | Yosys count | after routing | synth area share [%]
other cells | 1 | 93 | 0.0216
mux | 65 | 65 | 3.76
latches | 82 | 82 | 7.09
xor+xnor | 60 | 60 | 3.03
simple gates | 371 | 371 | 10.6
buf+inv | 167 | 771 | 3.63
compound gates | 245 | 245 | 8.21
fa+ha+maj | 199 | 199 | 14.3
flops | 287 | 287 | 49.4
## power by group through the flow
| stage | sequential (W) | clock, W | combinational (W) |
|---|---|---|---|
| 6_report | 0.00136 | 0.00118 | 0.000892 |
| 5_1_grt | 0.00138 | 0.00127 | 0.00100 |
| 4_1_cts | 0.00136 | 0.00123 | 0.000924 |
## through the flow
stage	hold slack, ns	total power (W)	util (%)	instances
3_3_place_gp	0.474	0.00229	20.8	3702
5_1_grt	0.545	0.00365	22.0	3779
3_5_place_dp	0.484	0.00230	20.8	3702
6_report	0.495	0.00343	22.0	3785
4_1_cts	0.502	0.00352	22.0	3775
2_1_floorplan	0.433	0.00176	-	1559
## routing by layer
metal  up-vias  track usage, %
li1       6661               -
met1      6287            14.1
met2       505            17.9
met3       103            6.70
met4        28            2.37
met5         -               0
## sequential cells by signal, summed over array words and instances (netlist names)
register,cells
cstate,2
wait_data,1
temp_window_end,64
in_count,2
out_buffer_data,64
drop_data,1
temp_buffer_number,4
wait_time,1
out_tt_rdy,1
out_buffer_wr,1
wait_table,1
temp_port_number,16
out_count,2
temp_data,128
out_buffer_ctrl,8
temp_window_start,64
out_table_rdy,1
out_switch_port,4
out_switch_buffer,4
## synth_stat cells (2+ instances only)
cell type                  count
sky130_fd_sc_hd__and4_1        5
sky130_fd_sc_hd__nor2b_1       6
sky130_fd_sc_hd__nand3_1      51
sky130_fd_sc_hd__mux2i_1      64
sky130_fd_sc_hd__nor4_2        2
sky130_fd_sc_hd__xnor2_1      60
sky130_fd_sc_hd__nor4_1       13
sky130_fd_sc_hd__a221oi_1      7
sky130_fd_sc_hd__clkbuf_1     17
sky130_fd_sc_hd__nand2b_1      5
sky130_fd_sc_hd__ha_1        199
sky130_fd_sc_hd__buf_1         4
sky130_fd_sc_hd__o211ai_1      5
sky130_fd_sc_hd__o21ai_0      87
sky130_fd_sc_hd__nor3_1       27
sky130_fd_sc_hd__nand4_1      39
sky130_fd_sc_hd__or4_1         2
sky130_fd_sc_hd__a21oi_1      87
sky130_fd_sc_hd__a211oi_1      7
sky130_fd_sc_hd__o22ai_1       2
sky130_fd_sc_hd__edfxtp_1    276
sky130_fd_sc_hd__dlxtn_1      82
sky130_fd_sc_hd__a221o_1       4
sky130_fd_sc_hd__nand3b_1      2
sky130_fd_sc_hd__nor2_2        2
sky130_fd_sc_hd__and2_1       10
sky130_fd_sc_hd__nand2_1     139
sky130_fd_sc_hd__a22oi_1       2
sky130_fd_sc_hd__nor4b_1       2
sky130_fd_sc_hd__and3_1        7
sky130_fd_sc_hd__o31ai_1       3
sky130_fd_sc_hd__o21a_1        3
sky130_fd_sc_hd__dfrtp_1       8
sky130_fd_sc_hd__inv_1       144
sky130_fd_sc_hd__nor2_1       48
sky130_fd_sc_hd__dfstp_2       3
sky130_fd_sc_hd__a21boi_0      3
sky130_fd_sc_hd__o21ai_1       8
sky130_fd_sc_hd__a21o_1       16
## path summary, 6_finish.rpt
path,start,endpoint,slack [ns],depth (start not counted)
min in group asynchronous,rst_n,cstate[0]$_DFFE_PN0P_,2.26,1
min,out_table_rdy$_DFFE_PN0P_,out_table_rdy$_DFFE_PN0P_,0.49,1
min reg2reg,out_table_rdy$_DFFE_PN0P_,out_table_rdy$_DFFE_PN0P_,0.49,1
max,cstate[0]$_DFFE_PN0P_,out_buffer_data[16],5.28,10
max in group asynchronous,rst_n,out_count[0]$_DFFE_PN0P_,9.79,1
max reg2reg,temp_window_end[39]$_DFFE_PP_,out_table_rdy$_DFFE_PN0P_,6.00,19
Power and IR drop assume default switching activity.
